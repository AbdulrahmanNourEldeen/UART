## ./run.sh

```bash
#!/bin/bash
# OpenROAD 26Q1-2900-gdf79404cd8, Yosys 0.63+post, stock flow scripts
make -C /OpenROAD-flow-scripts/flow DESIGN_CONFIG=/design/flow/config.mk WORK_HOME=/design/flow/orfs finish
```

## ./config.mk

```make
export PLATFORM = sky130hd
export DESIGN_NAME = UART
export DESIGN_NICKNAME = UART
export VERILOG_FILES = /design/flow/design.v
export SDC_FILE = /design/flow/constraint.sdc
export NUM_CORES = 4
export LEC_CHECK = 1
export CORE_AREA = 10 10 84 84
export DIE_AREA = 0 0 94 94
```

## ./constraint.sdc

```tcl
current_design UART

set clk_period 1.5
set clk_io_pct 0.2

create_clock -name clk0 -period $clk_period [get_ports {i_clk}]

set non_clock_inputs [all_inputs -no_clocks]
set_input_delay [expr $clk_period * $clk_io_pct] -clock clk0 $non_clock_inputs
set_output_delay [expr $clk_period * $clk_io_pct] -clock clk0 [all_outputs]
```

## ./design.v

```verilog
module UART (
    output  wire            o_serial_data,
    output  wire            o_busy,
    input   wire    [7:0]   i_p_data,
    input   wire            i_parity_enable,
    input   wire            i_parity_type,
    input   wire            i_data_valid,
    input   wire            i_clk,
    input   wire            i_rst
);
wire    i_count_done_c;
wire    o_shift_c;
wire    o_load_c;
wire    o_count_c;
wire    o_data_bit_c;
wire    o_parity_bit_c;
wire   [2:0]   o_sel_c;
control_unit UO_control_unit (
    .i_data_valid(i_data_valid),
    .i_count_done(i_count_done_c),
    .i_parity_enable(i_parity_enable),
    .i_clk(i_clk),
    .i_rst(i_rst),
    .o_sel(o_sel_c),
    .o_busy(o_busy),
    .o_count(o_count_c),
    .o_load(o_load_c),
    .o_shift(o_shift_c)
);
serializer U0_serializer (
    .i_p_data(i_p_data),
    .i_shift(o_shift_c),
    .i_load(o_load_c),
    .i_clk(i_clk),
    .i_rst(i_rst),
    .o_data_bit(o_data_bit_c)
);
clocks_counter UO_clocks_counter (
    .i_count_enable(o_count_c),
    .i_clk(i_clk),
    .i_rst(i_rst),
    .o_count_done(i_count_done_c)
);
parity U0_parity (
    .i_parity_type(i_parity_type),
    .i_data_bits(i_p_data),
    .o_parity_bit(o_parity_bit_c)
);
mux  U0_mux (
    .i_parity_bit(o_parity_bit_c),
    .i_data_bit(o_data_bit_c),
    .i_sel(o_sel_c),
    .o_serial_data(o_serial_data)
);
endmodule
module clocks_counter (
    output  wire    o_count_done,
    input   wire    i_count_enable,
    input   wire    i_clk,
    input   wire    i_rst
);
    reg [2:0]   count;
    reg [2:0]   count_comb;
    always @(posedge i_clk or negedge i_rst) 
        begin
            if(!i_rst)
                begin
                    count <= 3'd0;
                end
            else if (i_count_enable)
                    if(count == 3'd7)
                        begin
                            count <= 3'd0;
                        end
                    else 
                        begin
                            count <= count_comb;
                        end
        end
    always @(*) 
        begin
            count_comb = count + 1'd1;
        end
    assign o_count_done = (count == 3'd7);
endmodule
module control_unit (
    output  reg    [2:0]   o_sel,
    output  reg            o_busy,
    output  reg            o_count,
    output  reg            o_load,
    output  reg            o_shift,
    input   wire            i_data_valid,
    input   wire            i_count_done,
    input   wire            i_parity_enable,
    input   wire            i_clk,
    input   wire            i_rst
);
    reg [2:0]   current_state;
    reg [2:0]   next_state;
    localparam  [2:0]   IDLE    = 3'b001,
                        LOAD    = 3'b010,
                        START   = 3'b011,
                        DATA    = 3'b100,
                        PARITY  = 3'b101,
                        STOP    = 3'b110;
    always @(posedge i_clk or negedge i_rst) 
        begin
            if(!i_rst)
                begin
                    current_state <= IDLE;
                end
            else
                begin
                    current_state <= next_state;
                end
        end
    always @(*) 
        begin
            case(current_state)
                IDLE:
                    begin
                        if(!i_data_valid)
                            begin
                                next_state = IDLE;
                            end
                        else
                            begin
                                next_state = LOAD;
                            end
                    end
                LOAD:
                    begin
                        next_state = START;
                    end
                START:
                    begin
                        next_state = DATA;
                    end
                DATA:
                    begin
                        if(i_count_done)
                            begin
                                if(i_parity_enable)
                                    begin
                                        next_state = PARITY;
                                    end
                                else
                                    begin
                                        next_state = STOP;
                                    end
                            end
                        else
                            begin
                                next_state = DATA;
                            end
                    end
                PARITY:
                    begin
                        next_state = STOP;
                    end
                STOP:
                    begin
                        next_state = IDLE;
                    end 
            endcase
        end
   always @(*) 
        begin
            case(current_state)
                IDLE:
                    begin
                        o_sel   = 3'b000;
                        o_busy  = 1'b0;
                        o_count = 1'b0; 
                        o_load  = 1'b0;
                        o_shift = 1'b0;
                    end
                LOAD:
                    begin
                        o_sel   = 3'b000;
                        o_busy  = 1'b0;
                        o_count = 1'b0; 
                        o_load  = 1'b1;
                        o_shift = 1'b0;
                    end
                START:
                    begin
                        o_sel   = 3'b001;
                        o_busy  = 1'b1;
                        o_count = 1'b0; 
                        o_load  = 1'b0;
                        o_shift = 1'b0;
                    end
                DATA:
                    begin
                        o_sel   = 3'b010;
                        o_busy  = 1'b1;
                        o_count = 1'b1; 
                        o_load  = 1'b0;
                        o_shift = 1'b1;
                    end
                PARITY:
                    begin
                        o_sel   = 3'b011;
                        o_busy  = 1'b1;
                        o_count = 1'b0; 
                        o_load  = 1'b0;
                        o_shift = 1'b0;
                    end
                STOP:
                    begin
                        o_sel   = 3'b100;
                        o_busy  = 1'b1;
                        o_count = 1'b0; 
                        o_load  = 1'b0;
                        o_shift = 1'b0;
                    end 
            endcase
        end
endmodule
module mux (
    output  reg             o_serial_data,
    input   wire            i_parity_bit,
    input   wire            i_data_bit,
    input   wire    [2:0]   i_sel
);
    localparam  [1:0]   IDLE        = 3'b000,
                        start_bit   = 3'b001,
                        data_bit    = 3'b010,
                        parity_bit  = 3'b011,
                        stop_bit    = 3'b100;
    always @(*) 
        begin
            case(i_sel)
                IDLE:
                    begin
                        o_serial_data = 1'b1;
                    end
                start_bit:
                    begin
                        o_serial_data = 1'b0;   
                    end
                data_bit:
                    begin
                        o_serial_data = i_data_bit;
                    end
                stop_bit:
                    begin
                        o_serial_data = 1'b1;
                    end
                parity_bit:
                    begin
                        o_serial_data = i_parity_bit;
                    end
                default:
                    begin
                        o_serial_data = 1'b1;
                    end 
            endcase
        end
endmodule
module parity (
    output  wire            o_parity_bit,
    input   wire            i_parity_type,   
    input   wire    [7:0]   i_data_bits
);
    assign  o_parity_bit = (i_parity_type)? (^i_data_bits) : ~(^i_data_bits);
endmodule
module serializer (
    output  wire            o_data_bit,
    input   wire    [7:0]   i_p_data,
    input   wire            i_shift,
    input   wire            i_load,
    input   wire            i_clk,
    input   wire            i_rst
);
    reg  [7:0]   data;
    wire [7:0]   data_next;
    always @(posedge i_clk or negedge i_rst) 
        begin
            if(!i_rst)
                begin
                    data <= 8'b0;
                end
            else if (i_load)
                begin
                    data <= i_p_data;
                end 
            else if (i_shift)
                begin
                    data <= data_next;
                end
        end
    assign  o_data_bit  = data[0];  
    assign  data_next   = (data >> 1);
endmodule
```

==> impl_metrics.yaml <==
# synthesis and place-and-route metrics
power:
  power_frac_comb_pct: 14.0
  ir_worst_vdd_v: 0.000316
  p_per_area_nw_per_um2: 715
  power_frac_clock_pct: 40.4
  p_total_mw: 0.892
  p_sw_share_pct: 20.9
  power_frac_seq_pct: 45.6
  cell_internal_pwr_mw: 0.706
  power.switching_mw: 0.187
  p_leak_nw: 0.540
die:
  coreArea_sq_um: 5200
  die-area_sq_um: 8840
  dieHeight_um: 94
  die_width_um: 94
  io_pins: 15
  fp-row-count: 26
  fp-utilization_pct: 18.3
synth:
  synth.area.mux_share_pct: 10.9
  syn_avg_cell_area_sq_um: 10.4
  syn_inst: 92
  synthAdderAreaFrac_pct: 2.62
  synth-simple-area-share_pct: 11.8
  yosys.cell_types.count: 26
  synth_warnings: 4
  syn-cell-area_sq_um: 953
  xor_share_pct: 9.19
  compound_area_share_pct: 11.5
  area_leaders: "dfrtp_1 34%, dlxtn_1 14%, mux2i_1 7.3%"
  logic_family: "simple AND/OR/NAND/NOR gates"
  ys_cells: 92
  synth_top_area_share_pct: 34.1
  top_area_cell: "dfrtp_1"
  ys.flops: 23
  ys_area_sq_um: 953
flow_run:
  openroad.warnings: 27
  cap_viol_max_count: 0
drt:
  wl_per_cell_um: 10.6
  drc: 0
  num_vias: 689
  finalWirelength_mm: 1.90
  drtAntennaViolNets: 0
  num_antenna_cells: 0
  first_iter_violations: 17
  via_per_inst: 3.83
  firstDrtPassIters: 4
clocking:
  tritoncts: "yes"
  clk_latency_ps: 240
  holdBufCountCts: 0
  clk_path_buf_depth: 2
  numCtsBuffers: 3
  post_cts_buffers: 0
  cts_htree_levels: 1
  clkTransAtPathRegs_ps: 60
  clockRootBuffer: "clkbuf_8"
worst_setup_path:
  rrSetupSlack_ps: 230
  cp_data_required_time_ps: 1200
  arrival_ps: 1290
  path_class: "in -> out"
  critPathLaunchType: "input pin"
  critPathMaxFanout: 2
  worstSetupEndpointType: "output port"
final_timing:
  fin_skew_ps: 1.32
  postLayoutSetupSlackWorst_ps: -88.9
  slew_headroom_pct: 61.8
  max_freq_mhz: 629
  setup_viol_count_final: 1
  worstMarginPinSlew_ps: 573
  rsz0062_at_grt: "yes"
  untimed_endpoints: 13
  drv_slew: 0
  finalCriticalPeriod_ps: 1590
  hold_ws_ps: 274
  timing.final.crit_share_pct: 106
  unclocked_pins: 9
  hold_viol: 0
final_layout:
  drive_gt1_share_pct: 20.0
  comb_area_sq_um: 454
  area_growth_pct: 30.8
  post-route-util_pct: 24.0
  lay_top_count: "dfrtp_1"
  seqCellArea_sq_um: 487
  lay_top_cells: "13 x dfrtp_1, 12 x o21ai_0, 12 x nand2_1, 9 x dlxtn_1, 7 x mux2i_1"
  fillers: 563
global_routing:
  grt_pass1_wl_mm: 3.19
  antenna_found_initial: 0
  first_global_vias: 652
  grt_usage_pct: 4.45
  grt_overflow: 0
  grt_max_degree: 17
place:
  dp.final_hpwl_mm: 1.37
  place.gp.congestion: 0.734
  io_buffers: 14
status:
  outcome: "finished, violations left"
  violations: "negative setup slack"
min_path:
  hold_path.class: "in -> reg"
-- cell usage after synthesis, drive strengths merged --
| cell | count |
|---|---|
| inv | 3 |
| or3 | 1 |
| buf | 1 |
| xnor2 | 4 |
| mux2 | 3 |
| and2 | 2 |
| mux2i | 7 |
| nand3 | 1 |
| nand2 | 12 |
| a21oi | 1 |
| o22ai | 1 |
| clkbuf | 3 |
| o211ai | 2 |
| ha | 2 |
| dfrtp | 13 |
| a21boi | 1 |
| nor2 | 5 |
| dlxtn | 9 |
| nor2b | 1 |
| dfstp | 1 |
| o21ai | 12 |
| o311a | 1 |
| xnor3 | 2 |
| nand2b | 3 |
| a31oi | 1 |
-- per-layer routing --
metal / GRT usage, % / vias up / wire, um
met5: 0 / - / 0
met4: 0.253 / 0 / 14
met3: 2.50 / 2 / 189
met2: 5.53 / 22 / 722
met1: 6.73 / 315 / 971
li1: - / 350 / -
-- registers in the layout (all words and copies together) (netlist names) --
| register | count |
|---|---|
| UO_control_unit.o_shift | 1 |
| U0_serializer.data | 8 |
| UO_clocks_counter.count | 3 |
| UO_control_unit.o_sel | 3 |
| UO_control_unit.current_state | 3 |
| UO_control_unit.o_load | 1 |
| UO_control_unit.next_state | 3 |
| UO_control_unit.o_busy | 1 |
-- cells by family (layout without fill, tap and decap cells) --
logic type               Yosys count  in the layout
buffers and inverters              7             25
AND-OR/OR-AND                     19             19
multiplexers                      10             10
latches                            9              9
XOR/XNOR                           6              6
adder cells (fa/ha/maj)            2              2
flip-flops                        14             14
AND/OR/NAND/NOR                   25             25
-- area by class of cell --
| class | instances | area share [%] |
|---|---|---|
| Clock buffer | 4 | 4.41 |
| Inverter | 3 | 0.903 |
| Multi-Input combinational cell | 62 | 36.4 |
| Sequential cell | 23 | 39.0 |
| Tap cell | 70 | 7.02 |
| Timing Repair Buffer | 18 | 12.2 |
-- power groups by stage --
stage | clock (mW) | sequential, mW | combinational, mW
CTS | 0.378 | 0.407 | 0.127
global route | 0.399 | 0.409 | 0.140
finish | 0.361 | 0.407 | 0.124
-- worst paths after layout --
kind	cells past startpoint	endpoint	from
max reg2reg	3	UO_clocks_counter.count[2]	UO_clocks_counter.count[0]
min reg2reg	1	UO_clocks_counter.count[1]	UO_clocks_counter.count[1]
max in group asynchronous	2	UO_control_unit.current_state[0]	i_rst
min	3	U0_serializer.data[7]	i_p_data[7]
min in group asynchronous	2	U0_serializer.data[5]	i_rst
max	5	o_serial_data	i_p_data[7]
-- critical path, cell delays in order --
cell	delay [ps]
buf_6	100
xnor2_2	140
xnor3_1	420
o211ai_1	190
buf_2	130
-- stage by stage --
stage,setup slack [ps],TNS (ps),instance area (sq um),cells
floorplan,230,0,953,92
global placement,-941,-941,1190,176
detailed placement,-939,-939,1190,176
CTS,-124,-124,1250,180
global route,-182,-182,1250,180
finish,-88.9,-88.9,1250,180
-- timing repair --
action                                  in CTS  in global routing
resized                                     37                  0
pin swaps                                    8                  0
endpoints found under the setup margin       1                  1
hold endpoints to repair                     0                  0
Power and IR drop assume default switching activity.
